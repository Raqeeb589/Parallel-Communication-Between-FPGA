==> ./config.mk <==
export PLATFORM = sky130hd
export DESIGN_NAME = Receiver
export DESIGN_NICKNAME = Receiver
export VERILOG_FILES = /design/flow/design.v
export SDC_FILE = /design/flow/constraint.sdc
export NUM_CORES = 4
export LEC_CHECK = 1
export CORE_UTILIZATION = 50
==> ./constraint.sdc <==
current_design Receiver

set clk_period 10.2
set clk_io_pct 0.2

create_clock -name clk0 -period $clk_period [get_ports {clk_rx}]

set non_clock_inputs [all_inputs -no_clocks]
set_input_delay [expr $clk_period * $clk_io_pct] -clock clk0 $non_clock_inputs
set_output_delay [expr $clk_period * $clk_io_pct] -clock clk0 [all_outputs]
==> ./design.v <==
module FIFO(
    input clk,
    input reset, 
    input [15:0] data_in,
    input read_en,
    input write_en,
    output reg [15:0] data_out,
    output  full,
    output  empty
    );
    reg [15:0]mem[15:0];
    reg [4:0]rd_pointer;
    reg [4:0]wr_pointer;
    always@(posedge clk)
    begin
        if(reset) begin
            data_out <= 166'd0;
            rd_pointer <= 5'd0;
            wr_pointer <= 5'd0;
        end
        else begin
            if(write_en && !full)
            begin
                    mem[wr_pointer[3:0]] <= data_in;
                    wr_pointer <= wr_pointer + 1; 
            end
            else if(read_en && !empty)begin
                data_out <= mem[rd_pointer[3:0]]; 
                rd_pointer <= rd_pointer + 1; 
            end
        end
    end
    assign full = (wr_pointer == {~rd_pointer[4],rd_pointer[3:0]});
    assign empty = wr_pointer == rd_pointer;
endmodule
`timescale 1ns / 1ps
module Receiver (
    input  wire        clk_rx,
    input  wire        rst_rx,
    output wire [15:0] data_out,  
    input  wire        rd_en,    
    output wire        fifo_empty, 
    input  wire [15:0] parallel_data_in,
    input  wire        parallel_valid_in,
    output reg         parallel_ready_out
);
    wire        fifo_wr_en;
    wire        fifo_full;
    reg  [15:0] data_to_fifo; 
    FIFO fifo(
         .clk(clk_rx),
         .reset(rst_rx), 
         .data_in(data_to_fifo),
         .read_en(rd_en),
         .write_en(fifo_wr_en),
         .data_out(data_out),
         .full(fifo_full),
         .empty(fifo_empty)
    );
    parameter IDLE             = 2'b00;
    parameter WAIT_VALID_LOW   = 2'b01;
    reg [1:0] state;
    wire valid_sync;
    cdc_sync sync_valid (
        .clk_dest   (clk_rx),
        .rst_dest   (rst_rx),
        .signal_in  (parallel_valid_in),
        .signal_out (valid_sync)
    );
    assign fifo_wr_en = (state == WAIT_VALID_LOW) && !valid_sync;
    always @(posedge clk_rx or posedge rst_rx) begin
        if (rst_rx) begin
            state              <= IDLE;
            parallel_ready_out <= 1'b0;
            data_to_fifo       <= 16'b0;
        end
        else begin
            case (state)
                IDLE: begin
                    parallel_ready_out <= 1'b0;
                    if (valid_sync && !fifo_full) begin 
                        data_to_fifo       <= parallel_data_in; 
                        parallel_ready_out <= 1'b1;         
                        state              <= WAIT_VALID_LOW;
                    end
                end
                WAIT_VALID_LOW: begin
                    if (!valid_sync) begin
                        parallel_ready_out <= 1'b0; 
                        state              <= IDLE;
                    end
                end
                default: begin
                    state <= IDLE;
                end
            endcase
        end
    end
endmodule
module cdc_sync (
    input   clk_dest,  
    input   rst_dest,  
    input   signal_in, 
    output  signal_out 
);
    reg s1_sync_reg ;
    reg s2_sync_reg ;
    always @(posedge clk_dest or posedge rst_dest) begin
        if (rst_dest) begin
            s1_sync_reg <= 1'b0;
            s2_sync_reg <= 1'b0;
        end
        else begin
            s1_sync_reg <= signal_in;
            s2_sync_reg <= s1_sync_reg;
        end
    end
    assign signal_out = s2_sync_reg;
endmodule
==> ./run.sh <==
#!/bin/bash
# OpenROAD 26Q1-2900-gdf79404cd8, Yosys 0.63+post, stock flow scripts
make -C /OpenROAD-flow-scripts/flow DESIGN_CONFIG=/design/flow/config.mk WORK_HOME=/design/flow/orfs finish
==> deck_impl_summary.md <==
Key Metrics from the Run

Outcome
  – Outcome: completed

Run
  – OpenROAD warning count: 28
  – Max-cap violations: 0

Placement
  – Final HPWL DP: 13830 um
  – GPL Wtd Cong: 0.8131
  – PortBufs: 37

Synth
  – Synth flops: 303
  – YS chip area: 11760 sq um
  – Yosys cell types: 38
  – Cell area leaders: edfxtp_1 65%, mux4_2 9.2%, mux2_2 4.6%, dfxtp_1 4.4%, dfrtp_1 4.3%
  – Register share after synthesis: 74.29%
  – Top cell area share: 65.38%
  – Synthesized area: 11760 sq um
  – Synthesized area per cell: 18.49 sq um
  – EDFF count, synth: 256
  – Ys cells: 636
  – Yosys warning count: 3
  – Top-count cell post-synth: edfxtp_1
  – Ys flop type: edfxtp_1
  – Leading area contributor after synthesis: edfxtp_1
  – Async SR Flop Fraction: 6.931%
  – Cell count after synthesis: 636
  – Synth cell count leaders: 256 x edfxtp_1, 48 x mux2_2, 48 x mux4_2

STA
  – RSZ-0062 raised after global routing: no
  – Clock Skew: 9.775 ps
  – Final Hold Viols: 0
  – Final setup fails: 0
  – Min Tclk post-route: 4758 ps
  – Pins Over Slew Limit: 0
  – Cycle use final: 46.65%
  – Setup TNS: 0 ps
  – Max_slew headroom: 30.44%
  – Least-Margin Pin Slew: 1042 ps
  – Max Clk Rate: 210.2 MHz

GRT
  – Total congestion overflow: 0
  – Initial antenna violation count: 0
  – Vias in the first global route: 6336
  – Tot GR Track Use: 23.10%
  – First-pass GRT wire length: 36710 um
  – Pin count of the biggest net entering global routing: 59

Worst setup path
  – CP max stage cell: nor4_4
  – Critical Path, Cell by Cell: buf_4 > xor2_1 > nor4_4 > nor2b_1 > clkdlybuf4s50_1
  – CP delay by family, top: buffers and inverters
  – CP Buf/Inv Count: 2
  – Worst-path maximum fanout: 38
  – Crit Path Category: flop to primary output
  – Crit path arrival time: 2720 ps
  – Crit end category: primary output
  – Critical Path RT: 8160 ps
  – Max incr delay on CP: 540 ps
  – Setup crit start kind: flop

Power
  – P_sw: 444.3 uW
  – Lkg Pwr: 0.005162 uW
  – Internal cell power: 2003 uW
  – Peak VDD IR: 0.0001326 V
  – Switch share: 18.15%
  – Part of the power in the clock network: 45.4%
  – Share of power burned in registers: 54.1%
  – Combinational fraction of design power: 0.5%
  – Pwr Density: 179.5 nW/um^2

Floorplan
  – # IOs: 38
  – Chip area: 24130 sq um
  – Die W: 155.3 um
  – Row count: 55
  – Initial Util: 51.46%
  – Die height: 155.3 um
  – Core Box Area: 22850 sq um

Min path
  – Hold Path Class: flop to flop

Finish
  – Filler Cells Inserted: 1680
  – Synth-to-Final Area Change: 15.93%
  – Post-layout util: 59.66%
  – Layout cell share with drive strength beyond 1: 26.40%
  – Largest register FFs: 256

CTS
  – CTS tree: done
  – CTS Hold Bufs: 0
  – CTS root buf: clkbuf_16
  – CTS Buf Count: 31
  – Worst-path clk slew: 60 ps
  – PostCTS Resize Cnt: 0
  – Htree depth: 1
  – CTS max path bufs: 3
  – Clock latency (worst-skew pair): 550 ps
  – Postcts setup bufs: 0
  – Clock sinks: 303

Routing
  – WL final: 23430 um
  – Final antenna-violating net count: 0
  – Wire per inst: 22.76 um
  – Drt drc: 0
  – Routed vias: 5831
  – Via density: 5.667
  – Diode count: 0
  – Initial DRT Pass Iterations: 4
  – Detailed Route Iter0 Violations: 337
## kinds of logic (layout without fill, tap and decap cells)
family	count (synthesis)	count (layout)	synth area share, %
adder cells (fa/ha/maj)	5	5	0.5321
AND/OR/NAND/NOR	77	77	3.693
AND-OR/OR-AND	96	96	4.853
XOR/XNOR	8	8	0.5960
multiplexers	100	100	14.17
flip-flops	303	303	74.29
buffers and inverters	47	127	1.862
## power by group through the flow
stage     registers [uW]  clock network (uW)  logic (uW)
4_1_cts             1320                1130        12.9
5_1_grt             1320                1180        13.7
6_report            1320                1110        12.6
## through the flow
stage / cell area [sq um] / total power, uW / instances / hold WS [ps] / setup slack (ps)
6_report: 13630 / 2447 / 1029 / 346.9 / 5442
5_1_grt: 13630 / 2516 / 1029 / 365.9 / 5262
4_1_cts: 13630 / 2469 / 1029 / 351.0 / 5378
3_5_place_dp: 12610 / 1363 / 971 / 338.1 / 5690
3_3_place_gp: 12610 / 1363 / 971 / 337.3 / 5723
2_1_floorplan: 11760 / 1354 / 636 / 331.2 / 5302
## path summary, 6_finish.rpt
path,cells after the start,from,to,slack [ps]
hold / removal,0,sync_valid.s1_sync_reg$_DFF_PP0_,sync_valid.s2_sync_reg$_DFF_PP0_,350
max in group asynchronous,3,rst_rx,state[0]$_DFF_PP1_,7560
hold reg to reg,0,sync_valid.s1_sync_reg$_DFF_PP0_,sync_valid.s2_sync_reg$_DFF_PP0_,350
setup / recovery,5,fifo.rd_pointer[0]$_SDFFE_PP0P_,fifo_empty,5440
setup reg to reg,6,fifo.rd_pointer[0]$_SDFFE_PP0P_,fifo.mem[11][14]$_DFFE_PP_,6730
min in group asynchronous,3,rst_rx,data_to_fifo[9]$_DFFE_PP0P_,2280
## layout make-up
| class | instances | area, sq um | area share [%] |
|---|---|---|---|
| Timing Repair Buffer | 62 | 558.0 | 4.094 |
| Inverter | 7 | 26.28 | 0.1928 |
| Multi-Input combinational cell | 286 | 2897 | 21.25 |
| Tap cell | 313 | 391.6 | 2.873 |
| Clock inverter | 10 | 126.4 | 0.9271 |
| Sequential cell | 303 | 8742 | 64.14 |
| Clock buffer | 48 | 889.6 | 6.527 |
## per-layer routing
layer	share of wire [%]	GRT usage (%)	up-vias	wire, um
met4	1.8	3.548	0	416
met3	11	12.60	35	2678
met2	50	35.60	255	11810
met1	36	32.58	2880	8523
li1	-	-	2661	-
met5	0	0	-	0
## placed cells by master (no fill, tap or decap), types with 4 or more instances in the layout
cell	netlist	layout
nor2_1	10	6
nor4_2	0	4
clkbuf_1	23	12
o22ai_1	16	16
clkinv_2	0	4
mux4_2	48	48
xor2_1	5	5
o21ai_0	18	18
dfxtp_1	26	24
nor2b_1	18	18
clkbuf_8	0	5
o21a_1	4	4
nand2_1	9	9
nor4b_2	0	4
nor2_2	0	4
a21oi_1	35	35
clkbuf_16	0	31
inv_1	7	7
nor3_1	22	18
nand3_1	4	4
dfrtp_1	20	20
buf_4	2	25
a211oi_1	16	16
a21o_1	4	4
edfxtp_1	256	256
nor3_2	0	4
ha_1	5	5
mux2_2	48	48
clkdlybuf4s50_1	0	37
Power and IR drop assume default switching activity.

<file path="design.v">
module FIFO(
    input clk,
    input reset, 
    input [15:0] data_in,
    input read_en,
    input write_en,
    output reg [15:0] data_out,
    output  full,
    output  empty
    );
    reg [15:0]mem[15:0];
    reg [4:0]rd_pointer;
    reg [4:0]wr_pointer;
    always@(posedge clk)
    begin
        if(reset) begin
            data_out <= 166'd0;
            rd_pointer <= 5'd0;
            wr_pointer <= 5'd0;
        end
        else begin
            if(write_en && !full)
            begin
                    mem[wr_pointer[3:0]] <= data_in;
                    wr_pointer <= wr_pointer + 1; 
            end
            else if(read_en && !empty)begin
                data_out <= mem[rd_pointer[3:0]]; 
                rd_pointer <= rd_pointer + 1; 
            end
        end
    end
    assign full = (wr_pointer == {~rd_pointer[4],rd_pointer[3:0]});
    assign empty = wr_pointer == rd_pointer;
endmodule
`timescale 1ns / 1ps
module transmitter (
    input          clk_tx,
    input          rst_tx,
    input   [15:0] data_in,  
    input          wr_en,   
    output         fifo_full, 
    output reg  [15:0] parallel_data_out,
    output reg         parallel_valid_out,
    input          parallel_ready_in
);
    wire [15:0] fifo_rd_data;
    wire        fifo_empty;
    wire        fifo_rd_en; 
    FIFO fifo(
         .clk(clk_tx),
         .reset(rst_tx), 
         .data_in(data_in),
         .read_en(fifo_rd_en),
         .write_en(wr_en),
         .data_out(fifo_rd_data),
         .full(fifo_full),
         .empty(fifo_empty)
    );
    parameter IDLE             = 3'b000;
    parameter DATA_READY        = 3'b001;
    parameter WAIT_ACK         = 3'b010;
    parameter WAIT_READY_LOW   = 3'b100; 
    reg [2:0] state;
    wire ready_sync;
    cdc_sync sync_ready (
        .clk_dest   (clk_tx),
        .rst_dest   (rst_tx),
        .signal_in  (parallel_ready_in),
        .signal_out (ready_sync)
    );
    assign fifo_rd_en = (state == IDLE) && !fifo_empty;
    always @(posedge clk_tx or posedge rst_tx) begin
        if (rst_tx) begin
            state                <= IDLE;
            parallel_data_out    <= 16'b0;
            parallel_valid_out   <= 1'b0;
        end
        else begin
            case (state)
                IDLE: begin
                    parallel_valid_out <= 1'b0;
                    if (fifo_rd_en) begin 
                        state <= DATA_READY;
                    end
                end
                DATA_READY: begin
                    parallel_data_out <= fifo_rd_data; 
                    parallel_valid_out <= 1'b1;      
                    state              <= WAIT_ACK;
            end
                WAIT_ACK: begin
                    if (ready_sync) begin
                        parallel_valid_out <= 1'b0;  
                        state              <= WAIT_READY_LOW;
                    end
                end
                WAIT_READY_LOW: begin
                    if (!ready_sync) begin
                        state <= IDLE; 
                    end
                end
                default: begin
                    state <= IDLE;
                end
            endcase
        end
    end
endmodule
module cdc_sync (
    input   clk_dest,  
    input   rst_dest,  
    input   signal_in, 
    output  signal_out 
);
    reg s1_sync_reg ;
    reg s2_sync_reg ;
    always @(posedge clk_dest or posedge rst_dest) begin
        if (rst_dest) begin
            s1_sync_reg <= 1'b0;
            s2_sync_reg <= 1'b0;
        end
        else begin
            s1_sync_reg <= signal_in;
            s2_sync_reg <= s1_sync_reg;
        end
    end
    assign signal_out = s2_sync_reg;
endmodule
</file>
<file path="run.sh">
#!/bin/bash
# OpenROAD 26Q1-2900-gdf79404cd8, Yosys 0.63+post, stock flow scripts
make -C /OpenROAD-flow-scripts/flow DESIGN_CONFIG=/design/flow/config.mk WORK_HOME=/design/flow/orfs finish
</file>
<file path="config.mk">
export PLATFORM = sky130hd
export DESIGN_NAME = transmitter
export DESIGN_NICKNAME = transmitter
export VERILOG_FILES = /design/flow/design.v
export SDC_FILE = /design/flow/constraint.sdc
export NUM_CORES = 4
export LEC_CHECK = 1
export CORE_UTILIZATION = 40
</file>
<file path="constraint.sdc">
current_design transmitter

set clk_period 7.5
set clk_io_pct 0.2

create_clock -name clk0 -period $clk_period [get_ports {clk_tx}]

set non_clock_inputs [all_inputs -no_clocks]
set_input_delay [expr $clk_period * $clk_io_pct] -clock clk0 $non_clock_inputs
set_output_delay [expr $clk_period * $clk_io_pct] -clock clk0 [all_outputs]
</file>
==> reports/summary.log <==
INFO  grt            grt_max_degree=52
INFO  yosys          share_of_the_yosys_chip_area_belonging_to_registers=74.4%
INFO  worst_setup_path endpoint_kind=output port
INFO  worst_hold_path class_of_the_tightest_hold_or_removal_check=reg -> reg
INFO  place          port_buf_inserts=37
INFO  worst_setup_path critical_path_peak_fanout=51
INFO  floorplanning  io_pins=38
INFO  worst_setup_path path_cells=buf_4, xnor2_2, nand4_4, nor2_1, clkdlybuf4s50_1
INFO  clock_tree     insertion_delay=550ps
INFO  detailed_routing detailroute.via_count=5873
INFO  clock_tree     clock_path_buffers=3
INFO  grt            grt_pass1_vias=6292
INFO  sta            period_used_share=52.7%
INFO  worst_setup_path critical_path_class=reg -> out
INFO  clock_tree     clockRootBuffer=sky130_fd_sc_hd__clkbuf_16
INFO  detailed_routing wl_per_cell=20.8um
INFO  grt            antenna_found_initial=0
INFO  sta            finalMaxSlewViolations=0
INFO  detailed_routing drt_first_pass_iters=4
INFO  floorplanning  chipWidth=174um
INFO  pwr            max-vdd-ir-drop=0.162mV
INFO  floorplanning  die_y=174um
INFO  cells_and_area largest_register_ffs=256
INFO  cells_and_area lay_top_cells=sky130_fd_sc_hd__edfxtp_1, sky130_fd_sc_hd__mux2_2, sky130_fd_sc_hd__mux4_2
INFO  outcome        run_status=completed
INFO  detailed_routing highest-signal-layer=met4
INFO  cells_and_area finish.utilization=47.3%
INFO  yosys          dominantRegCellSynth=sky130_fd_sc_hd__edfxtp_1
INFO  clock_tree     cts.htree.levels=1
INFO  pwr            finalPower=3.33mW
INFO  clock_tree     cts_buf_count=31
INFO  cells_and_area final_cells=1101
INFO  detailed_routing vias_per_cell=5.33
INFO  sta            fin_setup_tns=0ps
INFO  place          place_inst=1045
INFO  yosys          area_of_the_mapped_netlist=11800um^2
INFO  worst_setup_path cp.arrival=2450ps
INFO  place          gpl.final_weighted_congestion=0.811
INFO  clock_tree     cts.hold.buffers_added=0
INFO  grt            groute.usage.overall=17.0%
INFO  detailed_routing routed_wl=22900um
INFO  floorplanning  fp-utilization=40.9%
INFO  worst_setup_path highest_cell_delay_on_the_worst_timing_path=580ps
INFO  sta            timing_hold_violations_final=0
INFO  yosys          yosysCellCount=639
INFO  floorplanning  fp.coreArea=28900um^2
INFO  yosys          enable_flop_cells=256
INFO  sta            final-setup-viol-count=0
INFO  worst_setup_path cp.required=6000ps
INFO  sta            worstMarginPinSlew=781ps
INFO  yosys          ys_area=11800um^2
INFO  yosys          synthesis.area_per_instance=18.5um^2
INFO  floorplanning  floorplan.rows=62
INFO  yosys          syn-instance-count=639
INFO  detailed_routing detail_route.wirelength.met1=8670um
INFO  worst_setup_path worst_path_max_delay_cell=sky130_fd_sc_hd__buf_4
INFO  detailed_routing met2_length=11400um
INFO  sta            unrepaired_setup_endpoints_after_global_routing=no
INFO  sta            period_needed=3950ps
INFO  pwr            total_leakage_power=4.35nW
INFO  yosys          synth.distinct_cells=39
INFO  floorplanning  design.die.area=30200um^2
INFO  cells_and_area drive_above_1_share=25.1%
INFO  yosys          post-synth-top-area-cell=sky130_fd_sc_hd__edfxtp_1
INFO  clock_tree     post-cts-setup-buffer-count=0
INFO  clock_tree     clk_pin_slew=60ps
INFO  clock_tree     cts_tree=built
INFO  sta            clock_skew=18.3ps
INFO  yosys          postSynthRegisterBits=305
INFO  clock_tree     cts_num_sinks=305
INFO  yosys          yosysWarningCount=3
INFO  sta            fin_ws=3550ps
INFO  job            cap_violations=0
INFO  worst_setup_path worst_setup_path_start_kind=flop
INFO  sta            max-slew-margin-rel=47.7%
INFO  grt            globalRouteOverflowTotal=0
INFO  yosys          async_reset_ff_share=7.54%
INFO  sta            maxClockFrequency=253MHz
INFO  cells_and_area areaGrowthSynthToFinish=15.5%
INFO  detailed_routing route.met3.wl=2400um
INFO  job            tool_warnings=28
INFO  yosys          netlist.area_leader.share=65.1%
INFO  place          post-dp-hpwl=13900um
INFO  clock_tree     ctsResizeCount=0
INFO  pwr            power.density=244nW/um^2
INFO  grt            grt_first_pass_wirelength=36000um
INFO  detailed_routing first_iter_violations=308
INFO  detailed_routing route.antenna.diode_count=0
INFO  detailed_routing drt.antenna.violating_nets=0
INFO  yosys          yosys-top-cells-area=sky130_fd_sc_hd__edfxtp_1, sky130_fd_sc_hd__mux4_2, sky130_fd_sc_hd__dfrtp_1
INFO  detailed_routing drc_errors=0
INFO  place          preCtsSetupSlack=3930ps
INFO  cells_and_area final_common_cell=sky130_fd_sc_hd__edfxtp_1
[worst paths after layout]
kind | startpoint | endpoint | slack (ps) | depth (start not counted)
hold / removal | sync_ready.s1_sync_reg | sync_ready.s2_sync_reg | 350 | 0
max in group asynchronous | rst_tx | state[0] | 5370 | 3
min in group asynchronous | rst_tx | parallel_data_out[0] | 1800 | 3
hold reg to reg | sync_ready.s1_sync_reg | sync_ready.s2_sync_reg | 350 | 0
setup / recovery | fifo.rd_pointer[2] | fifo_full | 3550 | 5
setup reg to reg | fifo.rd_pointer[1] | fifo.data_out[10] | 4590 | 6
[final cells by class]
cell class                      instances  area [um^2]
Fill cell                            2368        15200
Sequential cell                       305         8790
Multi-Input combinational cell        290         2870
Clock buffer                           47          877
Timing Repair Buffer                   61          551
Tap cell                              384          480
Clock inverter                          9         51.3
Inverter                                5         18.8
[cells in the mapped netlist, drive strengths merged, types with 15 or more instances]
| cell type | number |
|---|---|
| edfxtp | 256 |
| mux2 | 49 |
| mux4 | 48 |
| a21oi | 36 |
| dfxtp | 26 |
| clkbuf | 24 |
| dfrtp | 22 |
| o21ai | 22 |
| nor3 | 20 |
| nor2b | 17 |
| a211oi | 16 |
| o22ai | 16 |
| buf | 15 |
| nor2 | 15 |
[where the power goes]
group | switching [mW] | leakage (nW) | internal, mW
clock | 0.587 | 0.453 | 0.802
combinational | 0.0552 | 1.06 | 0.0272
sequential | 0.00465 | 2.83 | 1.85
[per-stage QoR]
step / instance area (um^2) / hold slack (ps)
5_1_grt: 13600 / 371
3_3_place_gp: 12700 / 340
2_1_floorplan: 11800 / 331
4_1_cts: 13600 / 360
3_5_place_dp: 12700 / 350
6_report: 13600 / 352
[cells by family after synthesis]
kind of cell / Yosys count / share of synthesized area, %
adders and majority gates: 5 / 0.530
xor gates and xnor gates: 10 / 0.996
AOI/OAI and AO/OA: 96 / 4.72
buffers and inverters: 44 / 1.66
and+or+nand+nor: 80 / 3.64
DFF: 305 / 74.4
muxes: 99 / 14.1
[worst max-delay path, delay by kind of cell, from the launching register on]
family,cells,cell delay [ps]
xor gates and xnor gates,1,210
buffers and inverters,2,1040
DFF,1,330
and+or+nand+nor,2,310
[metal layers]
layer / global-route usage [%] / vias up
met5: 0 / -
met4: 2.45 / 0
met3: 8.48 / 35
met2: 26.5 / 263
met1: 23.7 / 2907
li1: - / 2668
Power and IR drop assume default switching activity.
